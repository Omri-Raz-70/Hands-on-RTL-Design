==> design/flow/design.v <==
module running_average #(
  parameter N = 4,
  parameter DATAWIDTH = 32
)(
  input   wire        clk,
  input   wire        reset,
  input   wire [DATAWIDTH -1 : 0] data_i,
  output  wire [DATAWIDTH -1 : 0] average_o 
);
localparam M = $clog2(N) ;
reg [DATAWIDTH -1 : 0] last_N_inputs [0: N-1];
reg [DATAWIDTH -1 : 0] sum_old;  
wire [DATAWIDTH-1 : 0] sum_new;
int i;
always_ff @(posedge clk or posedge reset) begin
    if (reset) begin
        sum_old <= '0;
        for (i = 0; i< N; i++) begin
            last_N_inputs[i] <= '0;
        end
    end
    else begin 
        for (i = N -1; i> 0; i-- ) begin
            last_N_inputs[i] <= last_N_inputs[i-1];
    end
        last_N_inputs[0] <= data_i;
        sum_old <= sum_new;
    end
end
assign sum_new = (reset) ? '0 : (sum_old - last_N_inputs[N-1] + data_i);
assign average_o = (reset) ? '0 : (sum_new >> M);
endmodule
==> design/flow/run.sh <==
#!/bin/bash
# OpenROAD 26Q1-2900-gdf79404cd8, Yosys 0.63+post, stock flow scripts
make -C /OpenROAD-flow-scripts/flow DESIGN_CONFIG=/design/flow/config.mk WORK_HOME=/design/flow/orfs finish
==> design/flow/config.mk <==
export PLATFORM = sky130hd
export DESIGN_NAME = running_average
export DESIGN_NICKNAME = running_average
export VERILOG_FILES = /design/flow/design.v
export SDC_FILE = /design/flow/constraint.sdc
export NUM_CORES = 4
export LEC_CHECK = 1
export CORE_UTILIZATION = 50
==> design/flow/constraint.sdc <==
current_design running_average

set clk_period 14.8
set clk_io_pct 0.2

create_clock -name clk0 -period $clk_period [get_ports {clk}]

set non_clock_inputs [all_inputs -no_clocks]
set_input_delay [expr $clk_period * $clk_io_pct] -clock clk0 $non_clock_inputs
set_output_delay [expr $clk_period * $clk_io_pct] -clock clk0 [all_outputs]
==> qor.yml <==
drt:
  drt-initial-drc-count: 206
  drt_first_pass_iters: 4
  wl_mm: 11.9
  vias: 4292
  diodes: 0
  drc: 0
  drt-vias-per-instance: 4.82
  ant_nets: 0
  wl_per_cell_um: 13.3
setup_path:
  critPathKind: "primary input to primary output"
  cp-end-kind: "primary output"
  arrival_ps: 6450
  crit_required_ps: 11840
  worstSetupStartpointType: "primary input"
  cp_max_fo: 4
logic_synthesis:
  async_reset_ff_frac: 1.00
  yosys_warnings: 2
  yosys-top-cells-count: "dfrtp_1, inv_1, nor2_1, buf_4, a21oi_1"
  ff_type: "dfrtp_1"
  synthCells: 660
  yosysUniqueCellTypes: 57
  netlist.top_cell.by_area: "dfrtp_1"
  synth-edff-count: 0
  yosys-stat-cells: 660
  yosys_area_sq_um: 7440
  yosysMostFrequentCell: "dfrtp_1"
  ys.flops: 160
  seq_area_frac_synth: 0.538
  top_area_frac: 0.538
  ys_top_cells_by_area: "dfrtp_1, fa_1, inv_1"
  syn_avg_cell_area_sq_um: 11.3
  synth_area_sq_um: 7440
floorplanning:
  fp_util: 0.512
  die_w_um: 124
  die_h_um: 124
  row_count: 44
  io_pins: 66
  core_area_sq_um: 14500
  chipArea_sq_um: 15400
placement:
  post_dp_cell_area_sq_um: 7950
  io_buffers: 63
  hpwl_mm: 8.55
  gp_congestion: 0.897
outcome:
  outcome: "finished clean"
global_routing:
  grt_usage: 0.182
  grt_pass1_vias: 4297
  grt_max_degree: 64
  grt_overflow: 0
  grt_first_pass_wirelength_mm: 20.6
  antenna_found_initial: 0
clock_network:
  cts_root_buf: "clkbuf_16"
  clock-sinks: 160
  cts_tree: "done"
  post_cts_buffers: 0
  htree_num_levels: 4
  cts_resized: 0
  insertion_delay_ps: 410
  clk_pin_slew_ps: 60
  numCtsBuffers: 17
  cts_buffer_depth: 2
  cts_hold_buf: 0
power_and_ir_drop:
  intPower_uw: 1160
  pwr-share-comb: 0.471
  clkPwrFrac: 0.246
  p_sw_uw: 629
  power_density_nw_per_um2: 209
  seqPwrFrac: 0.283
  swShare: 0.352
  p_leak_uw: 0.00417
  ir_drop_v: 0.000115
timing:
  max_freq_mhz: 106
  tns_ps: 0
  min_period_ps: 9410
  finalCritPeriodShare: 0.636
  skew_ps: 8.35
  worstMarginPinSlew_ps: 741
  relSlewSlack: 0.506
  slew_viol_final: 0
  rsz0062_at_grt: "no"
  hold_viol: 0
  setup_viol_count_final: 0
job:
  maxCapViolCount: 0
  warnings: 25
finish:
  drive_gt1_frac: 0.0623
  stdcell_area_sq_um: 8560
  area_growth_pct: 15.0
  finalCoreUtilization: 0.589
worst_hold_path:
  hp-class: "flop to flop"
[per-stage QoR]
step / cells / hold slack (ps) / setup WS (ps) / total power, uW
after floorplan: 661 / 331 / 4550 / 1180
after global placement: 858 / 331 / 5410 / 1350
after detailed placement: 858 / 335 / 5370 / 1350
after CTS: 890 / 345 / 5360 / 1810
after global routing: 890 / 350 / 5180 / 1940
final: 890 / 343 / 5390 / 1790
[metal layers]
| metal | global-route usage | part of all wire | vias to the layer above |
|---|---|---|---|
| li1 | - | - | 2126 |
| met1 | 0.334 | 0.53 | 2070 |
| met2 | 0.238 | 0.40 | 86 |
| met3 | 0.0439 | 0.051 | 10 |
| met4 | 0.0216 | 0.014 | 0 |
| met5 | 0 | 0 | - |
[power by group through the flow]
stage                 Combinational (uW)  Sequential (uW)  Clock, uW
after CTS                            850              506        453
final                                842              505        440
after global routing                 956              511        472
[final timing paths]
kind	startpoint	endpoint	slack, ps	depth (start not counted)
worst max-delay path	data_i[1]	average_o[22]	5390	12
worst min-delay path	last_N_inputs[0][22]	last_N_inputs[1][22]	340	0
worst max register to register	sum_old[1]	sum_old[24]	11780	10
worst min register to register	last_N_inputs[0][22]	last_N_inputs[1][22]	340	0
max in group asynchronous	reset	sum_old[11]	9870	5
min in group asynchronous	reset	sum_old[13]	3160	3
[cells in the final DEF (no fill, tap or decap), types with 5 or more instances in the layout]
cell type	instances
xor2_1	12
ha_1	32
inv_1	129
nand4_1	14
a21o_1	17
o21ai_0	13
xnor2_1	14
nor2_1	46
a21oi_1	33
nand2_1	25
fa_1	31
clkbuf_16	17
clkdlybuf4s50_1	63
a31oi_1	8
o211ai_1	5
dfrtp_1	160
[critical path: stages]
cell             delay, ps
clkdlybuf4s50_1        480
inv_1                   60
fa_1                   520
fa_1                   470
nand2b_1               180
a21oi_1                180
nor2_1                 130
o21ai_2                260
a31oi_2                150
o31ai_2                270
mux2_1                 370
clkdlybuf4s50_1        400
[sequential cells by signal (all words and copies together), names as in the netlist]
name and flops:
last_N_inputs 128, sum_old 32
[logic make-up after synthesis]
family,Yosys count,synth area share
AND-OR/OR-AND,110,0.100
XOR/XNOR,26,0.0306
adder cells (fa/ha/maj),63,0.137
buffers and inverters,183,0.117
flip-flops,160,0.538
multiplexers,4,0.00588
other,1,0.000504
AND/OR/NAND/NOR,113,0.0708
[area by class of cell]
cell class / instances / area (sq um)
repair buffers: 66 / 653
clock buffers: 23 / 478
inverters: 130 / 493
clock inverters: 9 / 131
well taps: 184 / 230
fillers: 1213 / 5970
flip-flops and latches: 160 / 4000
multi-input cells: 318 / 2570
Power is estimated from default activity; no workload was simulated.
