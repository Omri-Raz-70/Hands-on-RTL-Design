$ cat run.sh
#!/bin/bash
# OpenROAD 26Q1-2900-gdf79404cd8, Yosys 0.63+post, stock flow scripts
make -C /OpenROAD-flow-scripts/flow DESIGN_CONFIG=/design/flow/config.mk WORK_HOME=/design/flow/orfs finish
$ cat config.mk
export PLATFORM = sky130hd
export DESIGN_NAME = edge_capture
export DESIGN_NICKNAME = edge_capture
export VERILOG_FILES = /design/flow/design.v
export SDC_FILE = /design/flow/constraint.sdc
export NUM_CORES = 4
export LEC_CHECK = 1
export CORE_UTILIZATION = 40
$ cat constraint.sdc
current_design edge_capture

set clk_period 1.0
set clk_io_pct 0.2

create_clock -name clk0 -period $clk_period [get_ports {clk}]

set non_clock_inputs [all_inputs -no_clocks]
set_input_delay [expr $clk_period * $clk_io_pct] -clock clk0 $non_clock_inputs
set_output_delay [expr $clk_period * $clk_io_pct] -clock clk0 [all_outputs]
$ cat design.v
module edge_capture #(
    parameter DATAWIDTH = 32
)
(
  input   wire        clk,
  input   wire        reset,
  input   wire [DATAWIDTH-1 : 0] data_i,
  output  wire [DATAWIDTH-1 : 0] edge_o
);
reg [DATAWIDTH-1 : 0] data_prv;
reg [DATAWIDTH -1 :0] edge_o_reg;
always_ff @(posedge clk or posedge reset) begin
    if (reset) begin
        data_prv <= '0;
        edge_o_reg <= '0;
    end
    else begin
        data_prv <= data_i;
        edge_o_reg <= edge_o;
    end
end
assign edge_o =((data_prv) & (~(data_i))) | edge_o_reg;
endmodule
==> results.py <==
# Generated from Yosys and OpenROAD reports
metrics = {
    "synth": {
        "top_area_cell": "dfrtp_1",
        "syn_avg_cell_area_sq_um": 15.2,
        "ys_warn_count": 1,
        "yosysCellCount": 129,
        "yosys_area_sq_um": 1970,
        "synth_cell_types": 3,
        "area_leaders": "dfrtp_1, a21o_1, inv_1",
        "ys_ff": 64,
        "netlist_area_sq_um": 1970,
        "synthCells": 129,
        "synth-seq-area-share": 0.815,
        "synth_top_area_share": 0.815,
    },
    "placed_design": {
        "dp.final_hpwl_mm": 2.31,
        "post-place-ws_ns": -0.537,
        "gp_congestion": 0.769,
        "port_buffers": 65,
    },
    "die": {
        "dieWidth_microns": 72.1,
        "io_pins": 66,
        "core-area_sq_um": 4720,
        "fp_util": 0.416,
        "die_h_microns": 72.1,
        "fp-row-count": 25,
        "die_area_sq_um": 5200,
    },
    "pwr": {
        "p_total_mw": 4.68,
        "leakage_nw": 1.34,
        "ir_worst_vdd_mv": 1.16,
        "power_density_nw_per_um2": 1650,
    },
    "global_route": {
        "grt_usage": 0.144,
        "antenna_found_initial": 0,
        "grt_max_degree": 23,
        "grt_pass1_wl_mm": 5.52,
        "grt_pass1_vias": 1213,
        "grt.overflow.total": 0,
    },
    "sta": {
        "fmax_mhz": 849,
        "setup_tns_ns": -5.06,
        "slew_violations": 0,
        "period_used_share": 1.18,
        "period_minus_slack_ns": 1.18,
        "hold_ws_ns": 0.0105,
        "worst_slack_ns": -0.178,
        "rsz0062_at_grt": "yes",
        "finalHoldViolCount": 0,
        "setup_violations": 32,
        "slew_headroom": 0.904,
        "worst_pin_slew_ns": 0.144,
        "skew_ns": 0.00400,
    },
    "drt": {
        "antenna_left": 0,
        "drt_pass1_iterations": 4,
        "antenna_cells": 0,
        "post_drt_wl_per_cell_microns": 11.2,
        "wl_mm": 3.28,
        "viasPerCell": 4.12,
        "dr_total_vias": 1203,
        "drt_iter0_drc": 26,
        "drc": 0,
    },
    "min_path": {
        "hold_path_depth": 1,
        "hold_start": "data_i[12]",
        "hold-path-endpoint": "data_prv[12]$_DFF_PP0_",
        "min_path_type": "primary input to flop",
    },
    "layout": {
        "final_layout_size_suffix_gt1_frac": 0.276,
        "area_delta_synth_final_pct": 44.0,
        "utilization": 0.599,
    },
    "critical_path": {
        "reg2reg_from": "data_prv[16]$_DFF_PP0_",
        "worst-r2r-setup-slack_ns": 0.13,
        "cp_max_fo": 2,
        "crit_arrival_ns": 0.98,
        "crit_required_ns": 0.80,
        "cp-start-kind": "flop",
        "critical_path_class": "flop to output port",
        "rr_worst_depth": 3,
        "end_kind": "output port",
        "r2r-end": "edge_o_reg[16]$_DFF_PP0_",
    },
    "flow_run": {
        "openroad.warnings": 27,
        "drv_cap": 0,
    },
    "clocking": {
        "clock-root-buffer": "clkbuf_8",
        "path_clk_slew_ns": 0.06,
        "clk_path_buf_depth": 2,
        "cts.sinks": 64,
        "htreeDepth": 3,
        "cts_buffers": 9,
        "clk_latency_ns": 0.33,
        "cts_tree": "done",
    },
    "run_status": {
        "status": "finished with violations",
        "violations": "setup timing",
    },
}
kinds of logic (layout without fill, tap and decap cells):
| kind of cell | count (synthesis) | in the layout | share of synthesized area |
|---|---|---|---|
| AND-OR/OR-AND | 32 | 32 | 0.122 |
| buffers and inverters | 33 | 129 | 0.0630 |
| flip-flops | 64 | 64 | 0.815 |
critical path, cell delays in order, from the launching register on:
cell and delay (ns):
dfrtp_1 0.37, a21o_1 0.17, buf_2 0.12
placed cells by master, fill, tap and decap left out:
cell type        count
buf_4               12
clkdlybuf4s50_1      1
inv_1               32
dfrtp_1             64
clkinvlp_4           1
dlygate4sd2_1       29
a21o_1              32
clkbuf_1             2
clkinv_2             4
buf_12               3
dlymetal6s2s_1       3
buf_2               32
clkbuf_8            10
how the worst max path moves through the flow:
stage	start	end	slack [ns]	cells after the start
after CTS	data_prv[23]$_DFF_PP0_	edge_o[23]	-0.23	2
after global routing	edge_o_reg[25]$_DFF_PP0_	edge_o[25]	-0.25	2
final	data_prv[23]$_DFF_PP0_	edge_o[23]	-0.18	2
power breakdown:
part           switching (mW)  internal, mW
combinational           0.102         0.103
sequential             0.0177          2.66
clock                   0.852         0.949
total                   0.972          3.71
through the flow:
stage          area (sq um)  std cells
3_5_place_dp           2760        264
4_1_cts                2790        288
2_1_floorplan          1970        129
5_1_grt                2830        292
3_3_place_gp           2760        264
6_report               2830        292
cell usage after synthesis:
library cell and instances:
inv_1 33, a21o_1 32, dfrtp_1 64
cell type report:
| class | instances | area (sq um) |
|---|---|---|
| clock inverter | 4 | 20.0 |
| fill | 386 | 1890 |
| inverter | 33 | 128 |
| sequential | 64 | 1600 |
| multi-input combinational | 32 | 240 |
| tap | 67 | 83.8 |
| clock buffer | 12 | 145 |
| timing repair buffer | 80 | 612 |
what timing repair did:
item / in CTS / in global routing
pin swaps: 22 / 22
endpoints found under the setup margin: 32 / 32
setup buffers: 8 / 4
hold buffers: 0 / 0
gates resized: 125 / 3
routing by layer:
layer	track usage	up-vias	routed length, microns
li1	-	579	-
met1	0.204	574	1400
met2	0.226	45	1570
met3	0.0592	5	262
met4	0.0240	0	41
met5	0	-	0
Power and IR drop assume default switching activity.
